==> design/flow/design.v <==
module vga(input  logic       clk,
			  input 	logic	[9:0]	xpt, ypt,					 
			  output logic       vgaclk,						 
			  output logic       hsync, vsync, sync_b,	 
			  output logic [7:0] r, g, b);					 
  logic [9:0] x, y;
  logic [7:0] r_int, g_int, b_int;
  pll	vgapll(.inclk0(clk),	.c0(vgaclk)); 
  vgaController vgaCont(vgaclk, hsync, vsync, sync_b,  
                        r_int, g_int, b_int, r, g, b, x, y);
  videoGen2 videoGen(.x(x),.y(y),.xpt(xpt),.ypt(ypt),.r(r_int),.g(g_int),.b(b_int));
endmodule
module vgaController #(parameter HMAX   = 10'd800,
                                 VMAX   = 10'd525, 
											HSTART = 10'd152,
											WIDTH  = 10'd640,
											VSTART = 10'd37,
											HEIGHT = 10'd480)
						  (input  logic       vgaclk, 
                     output logic       hsync, vsync, sync_b,
							input  logic [7:0] r_int, g_int, b_int,
							output logic [7:0] r, g, b,
							output logic [9:0] x, y);
  logic [9:0] hcnt, vcnt;
  logic       oldhsync;
  logic       valid;
  always @(posedge vgaclk) begin
    if (hcnt >= HMAX) hcnt = 0;
    else hcnt++;
	 if (hsync & ~oldhsync) begin  
	   if (vcnt >= VMAX) vcnt = 0;
      else vcnt++;
    end
    oldhsync = hsync;
  end
  assign hsync = ~(hcnt >= 10'd8 & hcnt < 10'd104);  
  assign vsync = ~(vcnt >= 2 & vcnt < 4);  
  assign sync_b = hsync | vsync;
  assign x = hcnt - HSTART;
  assign y = vcnt - VSTART;
  assign valid = (hcnt >= HSTART & hcnt < HSTART+WIDTH &
                  vcnt >= VSTART & vcnt < VSTART+HEIGHT);
  assign {r,g,b} = valid ? {r_int,g_int,b_int} : 24'b0;
endmodule
module videoGen(input  logic [9:0] x, y,
           		 output logic [7:0] r_int, g_int, b_int);
  logic pixel;
  logic [7:0] ch;
  assign ch = y[8:3]+8'd48;  
  chargenrom chargenromb(ch, x[2:0], y[2:0], pixel);  
  assign {r_int, g_int, b_int} = (y[3]==0) ? {{8{pixel}},16'h0000} : 
	                                           {16'h0000,{8{pixel}}}; 
endmodule
module videoGen2(	input	logic [9:0] x,y,xpt,ypt,
						output logic [7:0] r,g,b);
	logic [7:0] r_bkg,g_bkg,b_bkg;
	logic [7:0] r_ptr,g_ptr,b_ptr;
	background 	gen_bkg(.x(x),.y(y),.r(r_bkg),.g(g_bkg),.b(b_bkg));
	mouse			gen_ptr(.x(x),.y(y),.ypt(ypt),.xpt(xpt),
								.r(r_ptr),.g(g_ptr),.b(b_ptr));
	assign r = r_bkg | r_ptr;
	assign g = g_bkg | g_ptr;
	assign b = b_bkg | b_ptr;
endmodule
module background(input 	logic [9:0] x,y,
						output	logic [7:0] r,g,b);
	assign r = x>>2;
	assign g = y>>2;
	assign b = 8'd0;
endmodule
module mouse(	input 	logic [9:0] x,y,xpt,ypt,
				output	logic [7:0] r,g,b);
	parameter size = 8'd8;					 
	logic intriangle, instem, inrange;		 
	logic [9:0] dx, dy;						 
	always_comb begin
		dx = x-xpt;
		dy = y-ypt;
		intriangle = (dx<size & dx>0 & dy<size & dy>0 & dx+dy<size);
		instem = ((dx==dy) & dx<size & dx>0 & dy<size & dy>0);
		inrange = intriangle | instem;
		r = inrange? 8'd255 : 8'd0;
		g = inrange? 8'd255 : 8'd0;
		b = inrange? 8'd255 : 8'd0;
	end
endmodule
module chargenrom(input  logic [7:0] ch,
                  input  logic [2:0] xoff, yoff,
						output logic       pixel);
  logic [5:0] charrom[2047:0];  
  logic [7:0] line;             
  initial 
	 $readmemb("charrom.txt", charrom);
  assign line = {charrom[yoff+{ch, 3'b000}]}; 
  assign pixel = line[3'd7-xoff];
endmodule
==> design/flow/charrom.txt <==
// ASCII 0 not implemented
000000
000000
000000
000000
000000
000000
000000
000000
// ASCII 1 not implemented
000000
000000
000000
000000
000000
000000
000000
000000
// ASCII 2 not implemented
000000
000000
000000
000000
000000
000000
000000
000000
// ASCII 3 not implemented
000000
000000
000000
000000
000000
000000
000000
000000
// ASCII 4 not implemented
000000
000000
000000
000000
000000
000000
000000
000000
// ASCII 5 not implemented
000000
000000
000000
000000
000000
000000
000000
000000
// ASCII 6 not implemented
000000
000000
000000
000000
000000
000000
000000
000000
// ASCII 7 not implemented
000000
000000
000000
000000
000000
000000
000000
000000
// ASCII 8 not implemented
000000
000000
000000
000000
000000
000000
000000
000000
// ASCII 9 not implemented
000000
000000
000000
000000
000000
000000
000000
000000
// ASCII 10 not implemented
000000
000000
000000
000000
000000
000000
000000
000000
// ASCII 11 not implemented
000000
000000
000000
000000
000000
000000
000000
000000
// ASCII 12 not implemented
000000
000000
000000
000000
000000
000000
000000
000000
// ASCII 13 not implemented
000000
000000
000000
000000
000000
000000
000000
000000
// ASCII 14 not implemented
000000
000000
000000
000000
000000
000000
000000
000000
// ASCII 15 not implemented
000000
000000
000000
000000
000000
000000
000000
000000
// ASCII 16 not implemented
000000
000000
000000
000000
000000
000000
000000
000000
// ASCII 17 not implemented
000000
000000
000000
000000
000000
000000
000000
000000
// ASCII 18 not implemented
000000
000000
000000
000000
000000
000000
000000
000000
// ASCII 19 not implemented
000000
000000
000000
000000
000000
000000
000000
000000
// ASCII 20 not implemented
000000
000000
000000
000000
000000
000000
000000
000000
// ASCII 21 not implemented
000000
000000
000000
000000
000000
000000
000000
000000
// ASCII 22 not implemented
000000
000000
000000
000000
000000
000000
000000
000000
// ASCII 23 not implemented
000000
000000
000000
000000
000000
000000
000000
000000
// ASCII 24 not implemented
000000
000000
000000
000000
000000
000000
000000
000000
// ASCII 25 not implemented
000000
000000
000000
000000
000000
000000
000000
000000
// ASCII 26 not implemented
000000
000000
000000
000000
000000
000000
000000
000000
// ASCII 27 not implemented
000000
000000
000000
000000
000000
000000
000000
000000
// ASCII 28 not implemented
000000
000000
000000
000000
000000
000000
000000
000000
// ASCII 29 not implemented
000000
000000
000000
000000
000000
000000
000000
000000
// ASCII 30 not implemented
000000
000000
000000
000000
000000
000000
000000
000000
// ASCII 31 not implemented
000000
000000
000000
000000
000000
000000
000000
000000
// ASCII 32 not implemented
000000
000000
000000
000000
000000
000000
000000
000000
// ASCII 33 not implemented
000000
000000
000000
000000
000000
000000
000000
000000
// ASCII 34 not implemented
000000
000000
000000
000000
000000
000000
000000
000000
// ASCII 35 not implemented
000000
000000
000000
000000
000000
000000
000000
000000
// ASCII 36 not implemented
000000
000000
000000
000000
000000
000000
000000
000000
// ASCII 37 not implemented
000000
000000
000000
000000
000000
000000
000000
000000
// ASCII 38 not implemented
000000
000000
000000
000000
000000
000000
000000
000000
// ASCII 39 not implemented
000000
000000
000000
000000
000000
000000
000000
000000
// ASCII 40 not implemented
000000
000000
000000
000000
000000
000000
000000
000000
// ASCII 41 not implemented
000000
000000
000000
000000
000000
000000
000000
000000
// ASCII 42 not implemented
000000
000000
000000
000000
000000
000000
000000
000000
// ASCII 43 not implemented
000000
000000
000000
000000
000000
000000
000000
000000
// ASCII 44 not implemented
000000
000000
000000
000000
000000
000000
000000
000000
// ASCII 45 not implemented
000000
000000
000000
000000
000000
000000
000000
000000
// ASCII 46 not implemented
000000
000000
000000
000000
000000
000000
000000
000000
// ASCII 47 not implemented
000000
000000
000000
000000
000000
000000
000000
000000
//0 ASCII 48
011100
100010
100110
101010
110010
100010
011100
000000
//1 ASCII 49
001000
011000
001000
001000
001000
001000
011100
000000
//2 ASCII 50
011100
100010
000010
001100
010000
100000
111110
000000
//3 ASCII 51
011100
100010
000010
011100
000010
100010
011100
000000
//4 ASCII 52
000100
001100
010100
100100
111110
000100
000100
000000
//5 ASCII 53
111110
100000
111100
000010
000010
100010
011100
000000
//6 ASCII 54
001110
010000
100000
111100
100010
100010
011100
000000
//7 ASCII 55
111110
000010
000100
001000
010000
010000
010000
000000
//8 ASCII 56
011100
100010
100010
011100
100010
100010
011100
000000
//9 ASCII 57
011100
100010
100010
111110
000010
000100
111000
000000
// ASCII 58 not implemented
000000
000000
000000
000000
000000
000000
000000
000000
// ASCII 59 not implemented
000000
000000
000000
000000
000000
000000
000000
000000
// ASCII 60 not implemented
000000
000000
000000
000000
000000
000000
000000
000000
// ASCII 61 not implemented
000000
000000
000000
000000
000000
000000
000000
000000
// ASCII 62 not implemented
000000
000000
000000
000000
000000
000000
000000
000000
// ASCII 63 not implemented
000000
000000
000000
000000
000000
000000
000000
000000
// ASCII 64 not implemented
000000
000000
000000
000000
000000
000000
000000
000000
// A ASCII 65
011100
100010
100010
111110
100010
100010
000000
000000
//B ASCII 66
111100
100010
100010
111100
100010
100010
111100
000000
//C  ASCII 67
011100
100010
100000
100000
100000
100010
011100
000000
//D ASCII 68
111000
100100
100010
100010
100010
100100
111000
000000
//E ASCII 69
111110
100000
100000
111100
100000
100000
111110
000000
//F ASCII 70
111110
100000
100000
111100
100000
100000
100000
000000
//G ASCII 71
011100
100010
100000
101110
100010
100010
011100
000000
//H ASCII 72
100010
100010
100010
111110
100010
100010
100010
000000
//I ASCII 73
011100
001000
001000
001000
001000
001000
011100
000000
//J ASCII 74
001110
000100
000100
000100
000100
100100
011000
000000
//K ASCII 75
100010
100100
101000
110000
101000
100100
100010
000000
//L ASCII 76
100000
100000
100000
100000
100000
100000
111110
000000
//M ASCII 77
100010
110110
101010
101010
100010
100010
100010
000000
//N ASCII 78
100010
100010
110010
101010
100110
100010
100010
000000
//O ASCII 79
011100
100010
100010
100010
100010
100010
011100
000000
//P ASCII 80
111100
100010
100010
111100
100000
100000
100000
000000
//Q ASCII 81
011100
100010
100010
100010
101010
100100
011010
000000
//R ASCII 82
111100
100010
100010
111100
101000
100100
100010
000000
//S ASCII 83
011110
100000
100000
011100
000010
000010
111100
000000
//T ASCII 84
111110
001000
001000
001000
001000
001000
001000
000000
//U ASCII 85
100010
100010
100010
100010
100010
100010
011100
000000
//V ASCII 86
100010
100010
100010
100010
100010
010100
001000
000000
//W ASCII 87
100010
100010
101010
101010
101010
010100
010100
000000
//X ASCII 88
100010
100010
010100
001000
010100
100010
100010
000000
//Y ASCII 89
100010
100010
100010
010100
001000
001000
001000
000000
//Z ASCII 90
111110
000010
000100
001000
010000
100000
111110
000000
// cursor 91
100000
110000
111000
111100
101000
000100
000010
000000
// square 92
111111
111111
111111
111111
111111
111111
111111
111111
==> design/flow/run.sh <==
#!/bin/bash
# OpenROAD 26Q1-2900-gdf79404cd8, Yosys 0.63+post, stock flow scripts
make -C /OpenROAD-flow-scripts/flow DESIGN_CONFIG=/design/flow/config.mk WORK_HOME=/design/flow/orfs finish
==> design/flow/config.mk <==
export PLATFORM = sky130hd
export DESIGN_NAME = videoGen2
export DESIGN_NICKNAME = videoGen2
export VERILOG_FILES = /design/flow/design.v
export SDC_FILE = /design/flow/constraint.sdc
export NUM_CORES = 4
export LEC_CHECK = 1
export CORE_AREA = 10 10 94 94
export DIE_AREA = 0 0 104 104
==> design/flow/constraint.sdc <==
current_design videoGen2

set clk_period 10.3
set clk_io_pct 0.2

create_clock -name clk0 -period $clk_period

set non_clock_inputs [all_inputs -no_clocks]
set_input_delay [expr $clk_period * $clk_io_pct] -clock clk0 $non_clock_inputs
set_output_delay [expr $clk_period * $clk_io_pct] -clock clk0 [all_outputs]
==> impl_metrics.csv <==
group,metric,value,unit
finish,drive_above_1_share,7.72,%
timing,max_freq,115,MHz
finish,clkbuf_count,0,
placed_design,dp_hpwl,3740,um
timing,setup_tns,0,ps
synthesis,ys_top_cells_by_count,"39 x inv_1, 26 x ha_1, 10 x a21oi_1, 10 x o31ai_2",
synthesis,syn_area,1500,um2
global_routing,grt_util_all_layers,7.37,%
synthesis,yosys_warnings,1,
timing,drv_slew,0,
timing,fin_crit_sh,84.6,%
critical_path,crit_path_start_kind,"input pin",
placed_design,placed_cells,342,
timing,hold_viol_final,0,
critical_path,crit_chain,"clkdlybuf4s50_1, inv_1, ha_1, a21o_1, a31o_1, or3_4, and2_1, ha_1, or4_1, nor3_1, a21oi_1, nand2_1, o2111ai_4, nor3_1, clkdlybuf4s50_1",
timing,worst_pin_slew,667,ps
clocking,post_cts.repair.setup_buffers,0,
run_status,outcome,"complete, no violations",
synthesis,synth.largest_area_cell,"ha_1",
run,max_cap_viol_count,0,
die,io_pins,64,
drt,drc,0,
die,die_w,104,um
synthesis,avgSynthCellArea,7.75,um2
finish,flops,0,
critical_path,slowest_delay,640,ps
timing,relSlewSlack,55.2,%
drt,wire_per_inst,12.3,um
power_and_ir_drop,power_leakage,0.954,nW
critical_path,cp.arrival,6650,ps
drt,drtAntennaViolNets,0,
drt,diodes,0,
global_routing,overflow,0,
clocking,hold_buffers,0,
critical_path,slowest_stage,"nor3_1",
power_and_ir_drop,ir_drop,0.0225,mV
global_routing,grt_pass1_wl,6920,um
global_routing,antenna_found_initial,0,
synthesis,top_cell_area_share,21.8,%
drt,drt_iter0_markers,32,
global_routing,grt_max_degree,18,
placed_design,port_buffers,64,
die,row_count,30,
timing,fin_crit,8710,ps
die,initCoreUtil,21.9,%
synthesis,synth.distinct_cells,51,
hold_path,hp-class,"in -> out",
placed_design,placed_area,2170,um2
timing,setup_viol,0,
critical_path,path_class,"in -> out",
synthesis,area_leaders,"ha_1 22%, inv_1 9.8%, o31ai_2 8.4%, xor2_1 4.7%, buf_4 4.0%",
finish,regArea,0,um2
drt,dr.pass1.iters,4,
finish,fillers,740,
die,die_y,104,um
critical_path,critPathCaptureType,"output port",
drt,wl,4200,um
synthesis,yosysMostFrequentCell,"inv_1",
drt,viasPerCell,4.32,
power_and_ir_drop,p_per_area,58.9,nW/um2
finish,area_growth,45.2,%
synthesis,yosysChipArea,1500,um2
critical_path,cp_data_required_time,8240,ps
run,warning_count,32,
die,die-area,10800,um2
die,core,6830,um2
timing,rsz0062_at_grt,"false",
synthesis,netlist_instances,193,
critical_path,crit_fanout,17,
synthesis,ys_cells,193,
finish,fin_cells,342,
clocking,cts_resized,0,
placed_design,gp_congestion,0.788,
drt,vias,1477,
finish,final_design_area_no_fill,2170,um2
synthesis,postSynthSeqShare,0,%
global_routing,grt_pass1_vias,1508,
## routing by layer
metal | GRT usage (%) | wire [um]
met2 | 13.5 | 1950
met1 | 8.92 | 1970
met4 | 0 | 0
met5 | 0 | 0
met3 | 1.82 | 287
## report_power, final
part | switching, mW | internal, mW | total [mW]
sequential | 0 | 0 | 0
combinational | 0.0641 | 0.0637 | 0.128
clock | 0 | 0 | 0
## stage by stage
step	worst slack, ps	hold slack (ps)	utilization, %	power (mW)
2_1_floorplan	2750	4170	-	0.0883
5_1_grt	1260	5100	31.8	0.144
3_5_place_dp	1550	5080	31.8	0.128
3_3_place_gp	1680	5070	31.8	0.128
4_1_cts	1550	5080	31.8	0.129
6_report	1590	5060	31.8	0.128
## cell usage in the layout (no fill, tap or decap), drive strengths merged, types with 2 or more instances in the layout
cell           instances
xor2                   8
nand3                  5
nor3                   6
nor2                   6
inv                   39
a221oi                 2
and2                   2
nand4                  4
or3                    2
xnor2                  6
a22oi                  2
a31oi                  2
o31ai                 18
fa                     2
a21o                   6
o21ai                  3
nand2                  4
clkdlybuf4s50         64
and3                   2
a21oi                 10
ha                    26
o21a                   3
nor4                   4
## area by class of cell
| type | count | area (um2) | area share (%) |
|---|---|---|---|
| multi-input combinational | 142 | 1260 | 57.9 |
| timing repair buffer | 65 | 648 | 29.9 |
| inverter | 39 | 146 | 6.74 |
| tap | 96 | 120 | 5.53 |
## cells by family after synthesis
logic type | synth area share [%]
buffers and inverters | 16.0
AND/OR/NAND/NOR | 18.5
XOR/XNOR | 8.20
AND-OR/OR-AND | 32.1
adder cells (fa/ha/maj) | 24.4
multiplexers | 0.753
## worst paths after layout
kind                  startpoint    to  depth (start not counted)
worst max-delay path      xpt[4]  b[0]                         15
worst min-delay path        x[5]  r[3]                          4
## critical path, delay by kind of cell
family,cells,cell delay [ps]
AND/OR/NAND/NOR,6,1940
buffers and inverters,3,1100
AND-OR/OR-AND,4,840
adder cells (fa/ha/maj),2,680
Power figures rest on the tool's default switching activity, not on a simulated workload.
